<file path="flow/config.mk">
export PLATFORM = sky130hd
export DESIGN_NAME = usbh_fifo
export DESIGN_NICKNAME = usbh_fifo
export VERILOG_FILES = /design/flow/design.v
export SDC_FILE = /design/flow/constraint.sdc
export NUM_CORES = 4
export LEC_CHECK = 1
export CORE_UTILIZATION = 40
</file>
<file path="flow/constraint.sdc">
current_design usbh_fifo

set clk_period 3.7
set clk_io_pct 0.2

create_clock -name clk0 -period $clk_period [get_ports {clk_i}]

set non_clock_inputs [all_inputs -no_clocks]
set_input_delay [expr $clk_period * $clk_io_pct] -clock clk0 $non_clock_inputs
set_output_delay [expr $clk_period * $clk_io_pct] -clock clk0 [all_outputs]
</file>
<file path="flow/design.v">
module usbh_fifo
(
     input           clk_i
    ,input           rst_i
    ,input  [  7:0]  data_i
    ,input           push_i
    ,input           pop_i
    ,input           flush_i
    ,output          full_o
    ,output          empty_o
    ,output [  7:0]  data_o
);
parameter WIDTH   = 8;
parameter DEPTH   = 16;
parameter ADDR_W  = 4;
localparam COUNT_W = ADDR_W + 1;
reg [WIDTH-1:0]         ram [DEPTH-1:0];
reg [ADDR_W-1:0]        rd_ptr;
reg [ADDR_W-1:0]        wr_ptr;
reg [COUNT_W-1:0]       count;
always @ (posedge clk_i or posedge rst_i)
if (rst_i)
begin
    count   <= {(COUNT_W) {1'b0}};
    rd_ptr  <= {(ADDR_W) {1'b0}};
    wr_ptr  <= {(ADDR_W) {1'b0}};
end
else
begin
    if (flush_i)
    begin
        count   <= {(COUNT_W) {1'b0}};
        rd_ptr  <= {(ADDR_W) {1'b0}};
        wr_ptr  <= {(ADDR_W) {1'b0}};
    end
    if (push_i & ~full_o)
    begin
        ram[wr_ptr] <= data_i;
        wr_ptr      <= wr_ptr + 1;
    end
    if (pop_i & ~empty_o)
    begin
        rd_ptr      <= rd_ptr + 1;
    end
    if ((push_i & ~full_o) & ~(pop_i & ~empty_o))
    begin
        count <= count + 1;
    end
    else if (~(push_i & ~full_o) & (pop_i & ~empty_o))
    begin
        count <= count - 1;
    end
end
assign full_o    = (count == DEPTH);
assign empty_o   = (count == 0);
assign data_o    = ram[rd_ptr];
endmodule
</file>
<file path="flow/run.sh">
#!/bin/bash
# OpenROAD 26Q1-2900-gdf79404cd8, Yosys 0.63+post, stock flow scripts
make -C /OpenROAD-flow-scripts/flow DESIGN_CONFIG=/design/flow/config.mk WORK_HOME=/design/flow/orfs finish
</file>
==> flow_summary.toml <==
# implementation run metrics
[clock_tree]
cts_hold_buf = 0
clk_pin_slew_ns = 0.06
h-tree-depth = 4
cts.sinks = 141
clock_latency_ns = 0.41
cts.path.max_buffers = 2
cts_tree = "done"
cts_buffers = 17
clk_root_buffer_cell = "clkbuf_16"

[floorplan]
num_rows = 44
io_pins = 23
fp_util = 0.413
fp.coreArea_mm2 = 0.0146
chipArea_mm2 = 0.0156
die_h_um = 125
die_w_um = 125

[place]
post-place-ws_ns = 0.391
dp_hpwl_um = 8870
io_buffers = 22
globalplace.congestion = 0.876

[timing]
layout_min_cycle_time_ns = 3.50
hold_ws_ns = 0.568
slew_violations = 0
skew_ns = 0.00490
fmax_mhz = 286
rsz0062_at_grt = "no"
setup_viol = 0
final.setup.worst_slack_ns = 0.202
max-slew-margin-rel = 0.383
finalSetupTns_ns = 0
tightest_slew_ns = 0.921
hold_viol_final = 0
finalCritPeriodShare = 0.945

[yosys]
ys_chip_area_mm2 = 0.00602
synth.distinct_cells = 54
edf_count = 128
ys.flops = 141
synth_area_mm2 = 0.00602
synthArstFlopShare = 0.0922
yosys_warnings = 2
syn-instance-count = 421
ys_cells = 421
synth-main-ff-cell = "edfxtp_1"
yosysSeqAreaShare = 0.692
avgSynthCellArea_um2 = 14.3

[drt]
routed_wl_um = 13200
first_iter_violations = 291
vias = 3683
wl_per_cell_um = 20.2
drc = 0
drt_pass1_iterations = 4
n_antenna_cell = 0
drtAntennaViolNets = 0
avgViaCountPerCell = 5.66

[setup_path]
critPathCaptureType = "output port"
rr_worst_depth = 6
startpoint_type = "flop"
cp-endpoint = "data_o[5]"
crit_start = "rd_ptr[0]"
critPathRequiredTime_ns = 2.96
r2r-start = "count[0]"
r2r-end = "ram[10][2]"
arrival_ns = 2.76
worst-setup-path-type = "reg -> out"
cp_max_fo = 9
r2r_setup_slack_ns = 1.16

[global_routing]
first_global_vias = 3772
overflow = 0
grtUsageTotal = 0.187
antenna_found_initial = 0
grt_pass1_wl_um = 20600
grt_start_max_net_pins = 22

[finish]
nFillCells = 1186
syn_to_final_growth_pct = 17.9
seq_area_mm2 = 0.00417
comb_area_mm2 = 0.00168
drive_above_1_share = 0.156

[job]
max-cap-violations = 0
warnings = 32

[pwr]
ir_worst_vdd_mv = 0.379
powerDensity_mw_per_mm2 = 686
leakagePower_nw = 2.36

[hold_path]
min_path_type = "reg -> reg"

[outcome]
status = "complete, no violations"
cell usage in the layout (no fill, tap or decap), drive strengths merged, types with 11 or more instances in the layout:
cell           instances
dfrtp                 13
a31oi                 16
nor2                  28
clkdlybuf4s50         22
nand2                 14
buf                   26
a211oi                11
edfxtp               128
clkbuf                17
nand3                 19
a22oi                 23
metal layers:
layer,up-vias,share of wire,global-route usage,wire (um)
met1,1779,0.42,0.266,5480
met4,0,0.022,0.0347,293
met5,-,0,0,0
met3,19,0.098,0.0915,1290
li1,1742,-,-,-
met2,143,0.46,0.279,6110
flip-flops by register name (all words and copies together) (netlist names):
name    count
wr_ptr      4
count       5
rd_ptr      4
ram       128
how the worst min path moves through the flow:
stage | startpoint | endpoint | slack, ns | cells past startpoint
4_1_cts | wr_ptr[0] | wr_ptr[0] | 0.56 | 1
5_1_grt | wr_ptr[0] | wr_ptr[0] | 0.62 | 1
6_report | wr_ptr[0] | wr_ptr[0] | 0.57 | 1
layout make-up:
cell class,instances,area share
clock buffer,17,0.0599
clock inverter,15,0.0210
inverter,9,0.00475
multi-input combinational,237,0.237
sequential,141,0.587
tap,184,0.0324
timing repair buffer,48,0.0585
report_power, final:
part	internal, W	total, W	switching (W)
registers	0.00182	0.00193	0.000111
logic	0.000620	0.00133	0.000710
clock network	0.000986	0.00161	0.000629
total	0.00342	0.00487	0.00145
critical path, cell delays in order, from the launching register on:
cell and delay [ns]:
dfrtp_1 0.42, ha_1 0.24, buf_4 0.18, nor2b_2 0.23, a221o_1 0.39, a221oi_1 0.32, a31oi_1 0.15, clkdlybuf4s50_1 0.42
metrics by stage:
| step | total power (W) | util | instances | cell area [um2] |
|---|---|---|---|---|
| 2_1_floorplan | 0.00276 | - | 421 | 6020 |
| 3_3_place_gp | 0.00325 | 0.446 | 619 | 6510 |
| 3_5_place_dp | 0.00327 | 0.446 | 619 | 6510 |
| 4_1_cts | 0.00489 | 0.486 | 651 | 7090 |
| 5_1_grt | 0.00513 | 0.487 | 651 | 7110 |
| 6_report | 0.00487 | 0.487 | 651 | 7110 |
logic make-up (layout without fill, tap and decap cells):
group,Yosys count,in the layout,synth area share
fa+ha+maj,10,10,0.0208
xor+xnor,2,2,0.00291
compound gates,110,110,0.141
simple gates,107,107,0.0972
mux,8,8,0.0137
flops,141,141,0.692
buf+inv,43,89,0.0320
synthesized netlist by cell type (3+ instances only):
library cell,count,share of area
nand3_1,19,0.016
a211oi_1,9,0.011
a22o_1,9,0.013
nor2_1,27,0.017
dfrtp_1,13,0.054
nand4_1,7,0.0073
nor3b_1,3,0.0037
a31oi_1,16,0.017
nand3b_1,8,0.010
nand2_1,14,0.0087
clkbuf_1,18,0.011
buf_1,3,0.0019
a21oi_1,10,0.0083
mux2i_1,6,0.010
nor3_1,6,0.0050
a221o_1,7,0.012
nand2b_1,6,0.0062
o21ai_0,3,0.0025
nor2b_1,6,0.0062
edfxtp_1,128,0.64
a22oi_1,23,0.029
buf_2,10,0.0083
ha_1,10,0.021
o22ai_1,7,0.0073
a221oi_1,9,0.013
inv_1,8,0.0050
a21o_1,3,0.0037
timing repair:
item,CTS,global route
buffers inserted,0,0
gates resized,2,4
setup endpoints to repair,2,7
No activity file was given, so power comes from the tool's default toggle rates.
